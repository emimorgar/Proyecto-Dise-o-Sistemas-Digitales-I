### flow/config.mk
export PLATFORM = sky130hd
export DESIGN_NAME = Substraction
export DESIGN_NICKNAME = Substraction
export VERILOG_FILES = /design/flow/design.v
export SDC_FILE = /design/flow/constraint.sdc
export NUM_CORES = 4
export LEC_CHECK = 1
export CORE_AREA = 10 10 70 70
export DIE_AREA = 0 0 80 80
### flow/constraint.sdc
current_design Substraction

set clk_period 4.0
set clk_io_pct 0.2

create_clock -name clk0 -period $clk_period

set non_clock_inputs [all_inputs -no_clocks]
set_input_delay [expr $clk_period * $clk_io_pct] -clock clk0 $non_clock_inputs
set_output_delay [expr $clk_period * $clk_io_pct] -clock clk0 [all_outputs]
### flow/design.v
`timescale 1ns / 1ps
module Substraction #(parameter Width = 4)(
  input wire [Width-1:0] a, b,
  output wire borrow,
  output wire [Width-1:0] resta_end
);
   wire [Width-1:0] aux_b, comp_b, resta, resta_aux, resta_comp;
   assign aux_b = b ^ 8'b1111;
   assign comp_b = aux_b + 1'b1;
   assign resta = a + comp_b;
   assign resta_aux = resta ^ 8'b1111;
   assign resta_comp = resta_aux + 1'b1;
   assign resta_end = (a >= b) ? resta : resta_comp;
   assign borrow = (a >= b) ? 1 : 0;
endmodule
### flow/run.sh
#!/bin/bash
# OpenROAD 26Q1-2900-gdf79404cd8, Yosys 0.63+post, stock flow scripts
make -C /OpenROAD-flow-scripts/flow DESIGN_CONFIG=/design/flow/config.mk WORK_HOME=/design/flow/orfs finish
==> flow_results.xml <==
<?xml version="1.0" encoding="UTF-8"?>
<metrics>
  <group name="final_timing">
    <metric name="timing.final.ws_setup" unit="ns">0.193</metric>
    <metric name="maxSlewHeadroom" unit="">0.806</metric>
    <metric name="final_setup_violation_count" unit="">0</metric>
    <metric name="worst_slew_pin_tran" unit="ns">0.288</metric>
    <metric name="layout_min_cycle_time" unit="ns">3.81</metric>
    <metric name="final_hold_viol_count" unit="">0</metric>
    <metric name="rsz_0062_raised_after_global_routing" unit="">no</metric>
    <metric name="clock.fmax" unit="GHz">0.263</metric>
    <metric name="final_max_slew_viol_count" unit="">0</metric>
    <metric name="tns_setup" unit="ns">0</metric>
    <metric name="finalCritPeriodShare" unit="">0.952</metric>
  </group>
  <group name="worst_setup_path">
    <metric name="critPathArrivalTime" unit="ns">3.01</metric>
    <metric name="launching_element_type_of_the_critical_path" unit="">primary input</metric>
    <metric name="critPathRequiredTime" unit="ns">3.20</metric>
    <metric name="worstSetupEndpointType" unit="">output port</metric>
    <metric name="timing.critical_path.fanout_max" unit="">2</metric>
    <metric name="critPathMostFrequentCell" unit="">sky130_fd_sc_hd__clkdlybuf4s50_1</metric>
    <metric name="cp_cell_sequence" unit="">clkdlybuf4s50_1, inv_1, ha_1, fa_1, xnor2_1, o221ai_2, xnor3_1, clkdlybuf4s50_1</metric>
    <metric name="timing.critical_path.slowest_stage_cell" unit="">sky130_fd_sc_hd__clkdlybuf4s50_1</metric>
    <metric name="worst-setup-path-type" unit="">in2out</metric>
    <metric name="cp_slowest_stage_delay" unit="ns">0.48</metric>
    <metric name="crit_buf_inv" unit="">3</metric>
    <metric name="critPathTopFamily" unit="">buffers and inverters</metric>
  </group>
  <group name="logic_synthesis">
    <metric name="synth.yosys.chip_area" unit="µm²">224</metric>
    <metric name="post_synth_main_area_contributors" unit="">sky130_fd_sc_hd__ha_1, sky130_fd_sc_hd__inv_1, sky130_fd_sc_hd__xnor3_1, sky130_fd_sc_hd__fa_1, sky130_fd_sc_hd__xnor2_1</metric>
    <metric name="yosys.cell_types.count" unit="">12</metric>
    <metric name="most_instantiated_cells_after_synthesis" unit="">sky130_fd_sc_hd__inv_1, sky130_fd_sc_hd__ha_1, sky130_fd_sc_hd__nand2_1</metric>
    <metric name="post-synth-top-area-cell" unit="">sky130_fd_sc_hd__ha_1</metric>
    <metric name="netlist_area" unit="µm²">224</metric>
    <metric name="yosys_cells" unit="">28</metric>
    <metric name="avg_inst_size_synth" unit="µm²">8.00</metric>
    <metric name="netlist.top_cell.by_instances" unit="">sky130_fd_sc_hd__inv_1</metric>
    <metric name="postSynthSeqShare" unit="">0</metric>
    <metric name="post-synth-top-area-fraction" unit="">0.279</metric>
    <metric name="yosysWarningCount" unit="">0</metric>
    <metric name="syn_inst" unit="">28</metric>
  </group>
  <group name="die">
    <metric name="chip_area" unit="µm²">6400</metric>
    <metric name="die_w" unit="µm">80</metric>
    <metric name="core.rowCount" unit="">21</metric>
    <metric name="die.size.y" unit="µm">80</metric>
    <metric name="initial_core_util" unit="">0.0656</metric>
    <metric name="total_core_area" unit="µm²">3420</metric>
    <metric name="pin_count" unit="">13</metric>
  </group>
  <group name="global_routing">
    <metric name="grt_antenna_before_repair" unit="">0</metric>
    <metric name="globalRouteOverflowTotal" unit="">0</metric>
    <metric name="grt_first_pass_wirelength" unit="µm">1080</metric>
    <metric name="vias_in_the_first_global_route" unit="">194</metric>
    <metric name="grt.total_usage" unit="">0.0204</metric>
    <metric name="grt_start_max_net_pins" unit="">5</metric>
  </group>
  <group name="job">
    <metric name="log.warning_count" unit="">32</metric>
    <metric name="cap_violations" unit="">0</metric>
  </group>
  <group name="run_status">
    <metric name="run_status" unit="">complete, no violations</metric>
  </group>
  <group name="place">
    <metric name="dp_hpwl" unit="µm">602</metric>
    <metric name="place_congestion" unit="">0.727</metric>
    <metric name="preCtsSetupSlack" unit="ns">0.162</metric>
    <metric name="placement.io_buffers" unit="">13</metric>
  </group>
  <group name="power">
    <metric name="power.density_cell_area" unit="nW/µm²">178</metric>
    <metric name="total_leakage_power" unit="µW">0.000181</metric>
    <metric name="peak_supply_drop" unit="V">0.0000271</metric>
  </group>
  <group name="detailed_routing">
    <metric name="drcViolationCount" unit="">0</metric>
    <metric name="first_pass_iters" unit="">2</metric>
    <metric name="finalWirelength" unit="µm">643</metric>
    <metric name="drt_first_iter_violations" unit="">12</metric>
    <metric name="route.antenna.diode_count" unit="">0</metric>
    <metric name="detailroute.via_count" unit="">225</metric>
    <metric name="viasPerCell" unit="">2.59</metric>
    <metric name="postRouteAntennaNets" unit="">0</metric>
    <metric name="detail_route.wl_per_cell" unit="µm">7.39</metric>
  </group>
  <group name="clock_tree">
    <metric name="cts_repair_resize_count" unit="">0</metric>
    <metric name="cts.repair_timing.setup_buffer_count" unit="">0</metric>
    <metric name="hold_buffers" unit="">0</metric>
  </group>
  <group name="final_layout">
    <metric name="fillCellCount" unit="">395</metric>
    <metric name="flop_area" unit="µm²">0</metric>
    <metric name="areaGrowthSynthToFinish" unit="%">83.8</metric>
    <metric name="flop-count" unit="">0</metric>
    <metric name="share_of_post_route_cells_with_drive_strength_above_1" unit="">0.0244</metric>
    <metric name="final.clkbuf_count" unit="">0</metric>
  </group>
  <group name="worst_hold_path">
    <metric name="min_path_type" unit="">in2out</metric>
  </group>
</metrics>
[routing by layer]
layer,track usage,share of wire
met4,0,0
met2,0.0273,0.40
met5,0,0
met1,0.0298,0.45
met3,0.0102,0.14
[path summary, 6_finish.rpt]
path	start	to	slack [ns]	cells after the start
max	a[0]	resta_end[3]	0.19	8
min	a[0]	resta_end[0]	2.69	5
[placed cells by master (no fill, tap or decap)]
cell,netlist,final
sky130_fd_sc_hd__xnor2_1,2,2
sky130_fd_sc_hd__fa_1,1,1
sky130_fd_sc_hd__a21boi_1,1,1
sky130_fd_sc_hd__nand2_1,3,3
sky130_fd_sc_hd__o221ai_2,1,1
sky130_fd_sc_hd__xnor3_1,1,1
sky130_fd_sc_hd__ha_1,5,5
sky130_fd_sc_hd__o21ai_1,2,2
sky130_fd_sc_hd__a21oi_1,2,2
sky130_fd_sc_hd__inv_1,8,8
sky130_fd_sc_hd__mux2i_1,1,1
sky130_fd_sc_hd__o211ai_1,1,1
sky130_fd_sc_hd__clkdlybuf4s50_1,0,13
[cell families (layout without fill, tap and decap cells)]
family / Yosys count / count (layout) / synth area share
AOI/OAI and AO/OA: 7 / 7 / 0.223
xor gates and xnor gates: 3 / 3 / 0.179
adders and majority gates: 6 / 6 / 0.369
buffers and inverters: 8 / 21 / 0.134
muxes: 1 / 1 / 0.0447
and+or+nand+nor: 3 / 3 / 0.0503
[cell type report]
cell class,count,area (µm²),share of cell area
timing repair buffer,13,130,0.316
tap,46,57.6,0.140
multi-input combinational,20,194,0.471
inverter,8,30.0,0.0729
[power by group]
group	switching (µW)	total (µW)	internal (µW)
clock network	0	0	0
logic	25.2	73.4	48.2
registers	0	0	0
total	25.2	73.4	48.2
[stage by stage]
stage               total power (µW)  area, µm²  std cells  utilization  hold slack [ns]
finish                          73.4        412         87        0.121             2.69
global route                    83.7        412         87        0.121             2.77
CTS                             76.8        412         87        0.121             2.72
detailed placement              76.0        412         87        0.121             2.70
global placement                75.8        412         87        0.121             2.71
floorplan                       33.7        224         28            -             1.77
No activity file was given, so power comes from the tool's default toggle rates.
