File: flow/config.mk
export PLATFORM = sky130hd
export DESIGN_NAME = Adder
export DESIGN_NICKNAME = Adder
export VERILOG_FILES = /design/flow/design.v
export SDC_FILE = /design/flow/constraint.sdc
export NUM_CORES = 4
export LEC_CHECK = 1
export CORE_AREA = 10 10 70 70
export DIE_AREA = 0 0 80 80
File: flow/constraint.sdc
current_design Adder

set clk_period 2.4
set clk_io_pct 0.2

create_clock -name clk0 -period $clk_period

set non_clock_inputs [all_inputs -no_clocks]
set_input_delay [expr $clk_period * $clk_io_pct] -clock clk0 $non_clock_inputs
set_output_delay [expr $clk_period * $clk_io_pct] -clock clk0 [all_outputs]
File: flow/design.v
`timescale 1ns / 1ps
module Adder #(parameter Width = 4)(
  input wire [Width-1:0] a, b,
  output wire cout,
  output wire [Width-1:0] suma
);
    assign {cout,suma} = a + b;
endmodule
File: flow/run.sh
#!/bin/bash
# OpenROAD 26Q1-2900-gdf79404cd8, Yosys 0.63+post, stock flow scripts
make -C /OpenROAD-flow-scripts/flow DESIGN_CONFIG=/design/flow/config.mk WORK_HOME=/design/flow/orfs finish
==> metrics.csv <==
metric,value,unit
Vias/cell,2.05,
Final min period,2.29,ns
wire per inst,7.00,µm
global route overflow,0,
Sequential Area,0,µm²
DRC viols,0,
kind of critical path,input port to output port,
chip footprint,6400,µm²
outcome,"finished, final reports clean",
IO Pins,13,
GP Congestion,0.753,
Core Area,3420,µm²
vias,158,
Peak VDD IR,0.0259,mV
CP max stage cell,clkdlybuf4s50_1,
WL final,539,µm
critical path peak fanout,2,
final worst setup slack,0.106,ns
port buffer count,13,
Die Y,80,µm
Worst EP required,1.92,ns
main area contributors,"ha_1 37%, fa_1 15%, xnor2_1 13%",
DR iter-0 viols,0,
# clk buffers,0,
first-pass GRT wire length,765,µm
die width,80,µm
Final Hold Viols,0,
maxcap violations,0,
initial antenna violation count,0,
final instance area,372,µm²
Worst Max-Slew Pin Slew,0.132,ns
num rows,21,
tally of filler cells in the layout,396,
ys cells,16,
"Avg Cell Area, Syn",8.52,µm²
critical path data arrival time,1.81,ns
cell count after placement,75,
final tally of setup violations,0,
yosys stat chip area,136,µm²
worst path cell trace,clkdlybuf4s15_2 > ha_4 > inv_2 > fa_2 > inv_1 > clkdlybuf4s50_1,
leakage,0.174,nW
layout cells sized above 1,29.0,%
Synth cell types,9,
Final Instance Count excl. Fillers,77,
unrepaired setup endpoints after global routing,no,
relative slew slack,91.2,%
Starting Density,3.99,%
Log Warnings,33,
top cell type by total area after synthesis,ha_1,
flop count,0,
Antenna Diode Count,0,
PD cells,173,nW/µm²
number of global-route vias before repair,155,
HPWL Detailed,474,µm
Worst Hold Class,input port to output port,
Place WS,-0.420,ns
yosys warns,0,
number of nets with antenna violations after routing,0,
Final period util,95.6,%
"Slew Viols, Final",0,
delay of the slowest cell on the worst path,0.45,ns
drt pass-1 iters,1,
Area leader share,36.7,%
area growth from synthesis to layout,172,%
Placed Instance Area,324,µm²
Peak Freq,436,MHz
worst hold slack,1.43,ns
Post-Syn Instances,16,
Worst Setup End Kind,output port,
total power,0.0641,mW
GRT Total Usage,1.50,%
pin count of the biggest net entering global routing,4,
mapped cell area,136,µm²
Worst setup SP type,input port,
sequential element share of the synthesized area,0,%
## worst max-delay path: cells and delay by family
kind	cells	cell delay, ns
buffers and inverters	4	0.76
adder cells (fa/ha/maj)	2	0.58
## layout by cell type, fill, tap and decap left out
master           netlist  final
dlygate4sd2_1          0      4
inv_1                  4      3
nor2b_1                1      1
a21oi_2                1      1
xnor2_1                2      2
fa_2                   0      1
inv_2                  0      1
dlymetal6s2s_1         0      3
nand2b_1               1      1
clkdlybuf4s50_1        0      4
clkdlybuf4s15_2        0      2
o21ai_1                0      1
ha_1                   4      2
ha_4                   0      2
a21o_1                 1      1
buf_4                  0      2
## logic make-up (layout without fill, tap and decap cells)
logic type                 Yosys count  after routing  synth area share [%]
adders and majority gates            5              5                  51.4
buffers and inverters                4             19                  11.0
AOI/OAI and AO/OA                    3              3                  15.6
xor gates and xnor gates             2              2                  12.8
and+or+nand+nor                      2              2                  9.18
## path summary, 6_finish.rpt
path | from | endpoint | slack [ns] | cells after the start
worst max-delay path | a[0] | suma[1] | 0.11 | 6
worst min-delay path | a[2] | cout | 1.43 | 5
## repair_timing
item / 4_1_cts / 5_1_grt
hold endpoints to repair: 0 / 0
hold buffers: 0 / 0
setup endpoints to repair: 4 / 1
resized: 16 / 3
buffers inserted: 0 / 2
pin swaps: 6 / 4
## area by class of cell
cell class,instances,area [µm²],area share [%]
inverter,4,15.0,4.04
timing repair buffer,15,150,40.4
tap,46,57.6,15.5
multi-input combinational,12,149,40.1
## power breakdown
part | internal (mW) | switching (mW)
clock | 0 | 0
sequential | 0 | 0
combinational | 0.0444 | 0.0197
total | 0.0444 | 0.0197
## synthesized netlist by cell type
| master | n |
|---|---|
| inv_1 | 4 |
| fa_1 | 1 |
| ha_1 | 4 |
| xnor2_1 | 2 |
| a21oi_2 | 1 |
| a21o_1 | 1 |
| o21ai_0 | 1 |
| nand2b_1 | 1 |
| nor2b_1 | 1 |
## metrics by stage
stage                     utilization, %  setup TNS, ns
final                               10.9              0
after global routing                10.9              0
after CTS                           10.2        -0.0226
after detailed placement            9.49          -1.21
after global placement              9.49          -1.23
after floorplan                        -              0
## layer usage
layer / share of wire, % / up-vias / global-route usage [%]
met5: 0 / - / 0
met4: 0 / 0 / 0
met3: 18 / 0 / 1.02
met2: 30 / 11 / 2.01
met1: 51 / 66 / 2.05
li1: - / 81 / -
Power and IR drop assume default switching activity.
