--- /design/flow/run.sh ---
#!/bin/bash
# OpenROAD 26Q1-2900-gdf79404cd8, Yosys 0.63+post, stock flow scripts
make -C /OpenROAD-flow-scripts/flow DESIGN_CONFIG=/design/flow/config.mk WORK_HOME=/design/flow/orfs finish
--- /design/flow/config.mk ---
export PLATFORM = sky130hd
export DESIGN_NAME = Multiplication
export DESIGN_NICKNAME = Multiplication
export VERILOG_FILES = /design/flow/design.v
export SDC_FILE = /design/flow/constraint.sdc
export NUM_CORES = 4
export LEC_CHECK = 1
export CORE_AREA = 10 10 70 70
export DIE_AREA = 0 0 80 80
--- /design/flow/constraint.sdc ---
current_design Multiplication

set clk_period 5.9
set clk_io_pct 0.2

create_clock -name clk0 -period $clk_period

set non_clock_inputs [all_inputs -no_clocks]
set_input_delay [expr $clk_period * $clk_io_pct] -clock clk0 $non_clock_inputs
set_output_delay [expr $clk_period * $clk_io_pct] -clock clk0 [all_outputs]
--- /design/flow/design.v ---
`timescale 1ns / 1ps
module Multiplication #(parameter Width = 4) (
  input wire [Width-1:0] a, b,
  output wire [Width*2-1:0] multiplication
);
  assign multiplication = a * b;
endmodule
==> reports/metrics.sh <==
DETAIL_ROUTE.WIRELENGTH_UM=973
LAYOUT.CELLS.MOST_COMMON_LIST='clkdlybuf4s50_1, and2_1, ha_1'
ROUTED-VIA-COUNT=408
SETUP.WORST_PATH.END_CLASS='output port'
SLEW_HEADROOM_PCT=80.9
HP-CLASS='input pin to output port'
WARNING_COUNT=32
P_COMB_SHARE_PCT=100.0
INTERNAL_POWER_uW=39.9
FINAL_CORE_UTILIZATION_PCT=19.5
CRIT_ARRIVAL_NS=4.42
VDD_DROP_MAX_mV=0.0395
CORE_UM2=3420
DETAIL_ROUTE.ITER0.VIOLATIONS=5
NFLOPSANDLATCHES=0
N_FILL_CELL=398
GRT_USE_TOTAL_PCT=3.27
POWER_SWITCHING_uW=24.0
REPORT.FINAL.SETUP_VIOL=0
MAXCAPVIOLATIONS=0
SYNTHESIS.INSTANCES=51
CORE_UTIL_FLOORPLAN_PCT=13.1
IO_BUFFER_COUNT=16
DR.PASS1.ITERS=5
FP.DIEH_UM=80
PATH_CLASS='input pin to output port'
LAYOUT_MIN_CYCLE_TIME_NS=5.60
MAPPEDNETLISTAREA_UM2=447
CRIT_PATH_START_KIND='input pin'
CELLPOWERDENSITY_nW_PER_UM2=96.1
DETAIL_ROUTE.ANTENNA_DIODES=0
CRIT_START='b[3]'
NUMBER_OF_CELL_INSTANCES_AFTER_YOSYS_SYNTHESIS=51
IO_PINS=16
PLACE_AREA_UM2=664
DIE_AREA_UM2=6400
WORST_HOLD_SLACK_NS=3.37
ROUTE.DETAILED.WL_PER_INST_UM=8.61
SEQUENTIAL_CELL_AREA_UM2=0
CRIT_FANOUT=4
SWSHARE_PCT=37.5
FP.DIEW_UM=80
FINALMAXSLEWVIOLATIONS=0
GRT_FIRST_PASS_WIRELENGTH_UM=1810
POST_CTS_BUFFERS=0
RSZ0062_AT_GRT='false'
CLOCK_BUFFER_COUNT=0
YOSYS.STAT.SEQSHARE_PCT=0
NETLIST-CELL-TYPE-COUNT=17
CRITICAL_PATH_REQUIRED_NS=4.72
CTS_HOLD_BUFFERS=0
VIA_DENSITY=3.61
FINISH.INSTANCE_AREA_UM2=664
CTS-RESIZED-GATES=0
P_CLK_SHARE_PCT=0
PLACE.GP.CONGESTION=0.824
SYN_TO_FINAL_GROWTH_PCT=48.7
TNS_SETUP_NS=0
ACHIEVABLE-FREQUENCY_MHz=179
MAXIMUM_NUMBER_OF_PINS_ON_ONE_NET_BEFORE_GLOBAL_ROUTE_REPAIR=6
GRT_PASS1_VIAS=414
LAY_TOP_COUNT='clkdlybuf4s50_1'
DRC=0
POSTSYNTHAREAPERCELL_UM2=8.76
POST-LAYOUT-TOTAL-POWER_uW=63.8
HPWL_AFTER_DPL_UM=936
YS_AREA_UM2=447
GRT_ANTENNA_BEFORE_REPAIR=0
PWR-SHARE-SEQ_PCT=0
RESULT_OF_THE_RUN='completed'
STARTPOINT_OF_THE_WORST_HOLD_PATH='a[0]'
DRTANTENNAVIOLNETS=0
TOTAL_LEAKAGE_POWER_uW=0.000311
SYNTH.YOSYS.WARNINGS=0
FINALCRITPERIODSHARE_PCT=94.8
REPORT.FINAL.HOLD_VIOL_COUNT=0
DRIVE_GT1_SHARE_PCT=1.49
WORST_SLEW_PIN_SLEW_NS=0.285
ROWS=21
GRT_OVERFLOW=0
[metal layers]
layer / wire, um / track usage, % / part of all wire (%) / vias to the layer above
met5: 0 / 0 / 0 / -
met4: 0 / 0 / 0 / 0
met3: 71 / 1.02 / 7.3 / 0
met2: 405 / 4.90 / 42 / 10
met1: 496 / 4.74 / 51 / 185
li1: - / - / - / 213
[synth_stat cells (all sizes together)]
cell type  number  area [um2]
a21oi           3        15.0
o211ai          1        7.51
or4b            1        10.0
a211oi          1        7.51
xor2            1        8.76
fa              4        80.1
o2111ai         1        8.76
o21ai           1        5.00
and2           13        81.3
inv             3        11.3
xnor2           2        17.5
ha             12         150
and3b           1        8.76
a21o            2        16.3
nor2            2        7.51
nand2           3        11.3
[critical path, stage by stage]
cell             delay (ns)
clkdlybuf4s50_1        0.52
nand2_1                0.09
fa_1                   0.53
inv_1                  0.05
fa_1                   0.53
ha_1                   0.32
a211oi_1               0.08
or4b_1                 0.50
o2111ai_1              0.10
clkdlybuf4s50_1        0.50
[power by group through the flow]
stage / registers (uW) / logic (uW) / clock network (uW)
global route: 0 / 73.7 / 0
finish: 0 / 63.8 / 0
CTS: 0 / 66.0 / 0
[path summary, 6_finish.rpt]
| kind | end | slack, ns | cells past startpoint |
|---|---|---|---|
| worst max-delay path | multiplication[7] | 0.30 | 10 |
| worst min-delay path | multiplication[0] | 3.37 | 3 |
[cell type report]
class	instances	area (um2)	share of cell area [%]
inverter	3	11.3	1.69
multi-input combinational	48	435	65.5
tap	46	57.6	8.66
timing repair buffer	16	160	24.1
[through the flow]
stage,setup slack (ns),std cells
2_1_floorplan,1.44,51
3_3_place_gp,0.282,113
3_5_place_dp,0.267,113
4_1_cts,0.274,113
5_1_grt,0.0922,113
6_report,0.304,113
[cell families (layout without fill, tap and decap cells)]
logic type               Yosys count  after routing  synth area share (%)
XOR/XNOR                           3              3                  5.88
AND-OR/OR-AND                      9              9                  13.4
AND/OR/NAND/NOR                   20             20                  26.6
adder cells (fa/ha/maj)           16             16                  51.5
buffers and inverters              3             19                  2.52
Power and IR drop assume default switching activity.
